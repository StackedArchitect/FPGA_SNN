==> /design/flow/design.v <==
module max_pool #(
    parameter DATA_WIDTH = 20,         
    parameter INPUT_WIDTH = 26,        
    parameter INPUT_HEIGHT = 26        
)(
    input  wire clk,
    input  wire rst_n,
    input  wire enable,
    input  wire signed [DATA_WIDTH-1:0] data_in,
    input  wire valid_in,
    output reg signed [DATA_WIDTH-1:0] data_out,
    output reg valid_out
);
    reg signed [DATA_WIDTH-1:0] row_buffer [0:INPUT_WIDTH-1];
    reg [$clog2(INPUT_WIDTH+1)-1:0] col_in;     
    reg [$clog2(INPUT_HEIGHT+1)-1:0] row_in;    
    reg odd_row;                                  
    reg signed [DATA_WIDTH-1:0] top_left, top_right, bottom_left;
    wire signed [DATA_WIDTH-1:0] max_top, max_bottom, max_final;
    assign max_top = (top_left > top_right) ? top_left : top_right;
    assign max_bottom = (bottom_left > data_in) ? bottom_left : data_in;
    assign max_final = (max_top > max_bottom) ? max_top : max_bottom;
    integer i;
    always @(posedge clk or negedge rst_n) begin
        if (!rst_n) begin
            col_in <= 0;
            row_in <= 0;
            odd_row <= 0;
            data_out <= 0;
            valid_out <= 0;
            top_left <= 0;
            top_right <= 0;
            bottom_left <= 0;
            for (i = 0; i < INPUT_WIDTH; i = i + 1) begin
                row_buffer[i] <= 0;
            end
        end else if (enable && valid_in) begin
            if (odd_row) begin
                row_buffer[col_in] <= data_in;
                valid_out <= 0;
                col_in <= col_in + 1;
                if (col_in == INPUT_WIDTH - 1) begin
                    col_in <= 0;
                    row_in <= row_in + 1;
                    odd_row <= ~odd_row;
                end
            end else begin
                if (col_in[0] == 0) begin
                    top_left <= row_buffer[col_in];
                    top_right <= row_buffer[col_in + 1];
                    bottom_left <= data_in;
                    valid_out <= 0;
                end else begin
                    data_out <= max_final;
                    valid_out <= 1;
                end
                row_buffer[col_in] <= data_in;
                col_in <= col_in + 1;
                if (col_in == INPUT_WIDTH - 1) begin
                    col_in <= 0;
                    row_in <= row_in + 1;
                    odd_row <= ~odd_row;
                    if (row_in == INPUT_HEIGHT - 1) begin
                        row_in <= 0;
                    end
                end
            end
        end else begin
            valid_out <= 0;
        end
    end
endmodule
==> /design/flow/run.sh <==
#!/bin/bash
# OpenROAD 26Q1-2900-gdf79404cd8, Yosys 0.63+post, stock flow scripts
make -C /OpenROAD-flow-scripts/flow DESIGN_CONFIG=/design/flow/config.mk WORK_HOME=/design/flow/orfs finish
==> /design/flow/config.mk <==
export PLATFORM = sky130hd
export DESIGN_NAME = max_pool
export DESIGN_NICKNAME = max_pool
export VERILOG_FILES = /design/flow/design.v
export SDC_FILE = /design/flow/constraint.sdc
export NUM_CORES = 4
export LEC_CHECK = 1
export CORE_UTILIZATION = 30
==> /design/flow/constraint.sdc <==
current_design max_pool

set clk_period 11.8
set clk_io_pct 0.2

create_clock -name clk0 -period $clk_period [get_ports {clk}]

set non_clock_inputs [all_inputs -no_clocks]
set_input_delay [expr $clk_period * $clk_io_pct] -clock clk0 $non_clock_inputs
set_output_delay [expr $clk_period * $clk_io_pct] -clock clk0 [all_outputs]
==> Changelog: implementation <==
### Metrics

* Sw Share at 0.468
* Worst Setup Start Kind: input pin
* Area of the die at 118,000 µm²
* Sequential Area at 15,200 µm²
* Fp_density at 0.302
* Crit end category: flop
* Setup TNS at 0 ns
* Clock buffer count from CTS at 76
* Flops after synth at 607
* Io pins at 45
* Min-delay worst type: reg -> reg
* Main flop type: dfrtp_1
* Initial antenna violation count at 15
* Remaining global-route overflow at 0
* DRC viols at 0
* Post-route clock period utilization at 0.647
* Die X at 344 µm
* Simple share at 0.123
* DRT iter0 DRCs at 4,031
* H-tree Lvls at 3
* Largest net degree at the start of global routing at 112
* Met1 Resource Use GR at 0.505
* Max Cap Viol at 0
* Crit path max fanout at 40
* Worst-path clk slew at 0.06 ns
* Area growth syn-to-layout at 17.1%
* CTS Hold Buffers Added at 0
* Register share after synthesis at 0.433
* Minimum clock period at 7.63 ns
* DIE HEIGHT at 344 µm
* Cells in synth_stat.txt at 3,495
* Mean Syn Cell Area at 10.0 µm²
* Number of enable flip-flop cells at 0
* Final hold vios at 0
* Setup violations, final at 0
* Grt met3 use at 0.199
* Placed Cells at 5,006
* All-Layer GR Usage at 0.393
* Slew HR at 0.246
* Clock Skew at 0.0194 ns
* CTS tree: yes
* Share of layout cells above drive strength 1 at 0.259
* Aoi share at 0.224
* Adders+Majority by Area at 0.0236
* Worst Tran Pin Value at 1.13 ns
* Pint at 0.00621 W
* Number of global-route vias before repair at 33.0k
* Fillers at 11.6k
* OpenROAD warnings at 32
* Synth Cell Area at 35,000 µm²
* Final Total Pwr at 0.0117 W
* Highest achievable clock rate at 131 MHz
* Psw at 0.00546 W
* Met2 Resource Use GR at 0.531
* Final HPWL DP at 153,000 µm
* CP arrival at 8.23 ns
* Cell Count, Final, Fillers Out at 5,157
* Post-route ant nets at 0
* Reg power frac at 0.359
* Top logic family: AND-OR/OR-AND gates
* CTS sink count at 607
* PwrDens at 284 nW/µm²
* Clk pwr share at 0.212
* PortBufs at 44
* Yosys chip area at 35,000 µm²
* Combinational fraction of design power at 0.430
* MUX area fraction at 0.149
* Outcome: finished clean
* Yosys warns at 2
* Routed via count at 34.0k
* Count of different cell masters after synthesis at 80
* Postcts setup bufs at 0
* Slew Viols, Final at 0
* Final wirelength at 226,000 µm
* Avg Vias per Cell at 6.60
* Rows at 125
* Drt pass-1 iters at 8
* Hold Slack at 0.516 ns
* First-pass GRT wire length at 302,000 µm
* Static leakage at 17.2 nW
* Crit path DRT at 12.40 ns
* Late-Pin Clk Latency at 0.67 ns
* Xor+xnor area frac at 0.000750
* Core footprint at 116,000 µm²
* RSZ-0062 raised after global routing: no
* Cells after Synth at 3,495
* Crit path kind: in -> reg
* Worst vdd ir at 0.000137 V
* Comb area at 18,600 µm²
* CTS resizes at 0
* Routability congestion estimate at 1.03
* Root Driver: clkbuf_16
* Wire per inst at 43.8 µm
* Max Root-Sink Buffers at 3
* Asr flop ratio synth at 1.00
* GRT busiest layer: met2
per-stage QoR:
step | utilization | instance area (µm²) | worst slack (ns)
floorplan | - | 35000 | 5.65
global placement | 0.331 | 38400 | 3.68
detailed placement | 0.331 | 38400 | 3.59
CTS | 0.353 | 41000 | 4.26
global route | 0.353 | 41000 | 3.81
finish | 0.354 | 41000 | 4.17
metal layers:
| metal | up-vias | part of all wire | wire length [µm] |
|---|---|---|---|
| li1 | 13494 | - | - |
| met1 | 17218 | 0.38 | 85900 |
| met2 | 2459 | 0.40 | 91400 |
| met3 | 827 | 0.14 | 31300 |
| met4 | 18 | 0.076 | 17300 |
| met5 | - | 0.00047 | 106 |
cells by family (layout without fill, tap and decap cells):
logic type      after synthesis  after routing
other cells                   0             18
mux                         468            468
compound gates             1066           1066
simple gates                894            894
buf+inv                     391            511
fa+ha+maj                    66             66
xor+xnor                      3              3
flops                       607            607
cell type report:
type                       count  share of cell area
antenna                       18             0.00110
tap                         1524              0.0465
timing repair buffer         307              0.0593
inverter                      71             0.00649
clock inverter                32             0.00924
sequential                   607               0.370
multi-input combinational   2497               0.454
clock buffer                 101              0.0537
cells in the final DEF, fill, tap and decap left out, drive strengths merged, types with 101 or more instances in the layout:
cell    netlist  layout
buf          78     264
clkbuf      242     101
mux2        440     440
dfrtp       607     607
nand3       125     125
nor2        191     191
a221oi      115     115
a22oi       313     313
nand2       288     288
o21ai       215     215
cell usage after synthesis (11+ instances only):
cell type	n	area, µm²
o21ai_0	212	1060
nor2_1	188	706
nand4_1	76	475
a32oi_1	26	228
nand2_1	287	1080
nand2b_1	55	344
a22oi_1	313	2350
inv_1	70	263
ha_1	66	826
a211oi_1	17	128
a222oi_1	25	250
a21o_1	44	330
a21oi_1	75	375
nand3_1	125	626
mux2_2	440	4950
and3_1	30	188
buf_1	15	56.3
clkbuf_1	242	908
and2_1	14	87.6
a22o_1	85	744
o22ai_1	11	68.8
mux2i_1	28	280
nor3_1	27	135
nor4_1	16	100
a221oi_1	115	1010
a31oi_1	15	93.8
a221o_1	51	510
nor2b_1	28	175
buf_2	52	260
a2111oi_0	11	96.3
dfrtp_1	607	15200
state kept, by name, summed over array words and instances, names as in the netlist:
name         cells
row_buffer     520
odd_row          1
valid_out        1
bottom_left     20
top_right       20
top_left        20
col_in           5
data_out        20
power groups by stage:
stage	combinational, W	clock [W]	sequential [W]
finish	0.00501	0.00247	0.00418
CTS	0.00487	0.00250	0.00413
global route	0.00529	0.00257	0.00426
critical path, stage by stage:
cell	delay, ns
clkdlybuf4s50_1	0.46
buf_4	0.33
inv_1	0.32
ha_1	0.42
nand4_1	0.23
nor4_1	0.44
and2_1	0.19
buf_4	0.39
nor2_1	0.12
o21ai_0	0.18
nand3_1	0.16
inv_1	0.10
ha_1	0.26
a21oi_1	0.16
o21ai_0	0.18
a221o_1	0.40
a211o_1	0.27
o311ai_1	0.33
and2_1	0.65
a221o_1	0.27
worst paths after layout:
check	from	endpoint	slack, ns	cells past startpoint
max	data_in[11]	data_out[13]$_DFFE_PN0P_	4.17	20
max in group asynchronous	rst_n	top_left[7]$_DFFE_PN0P_	8.34	3
max reg2reg	top_right[19]$_DFFE_PN0P_	data_out[13]$_DFFE_PN0P_	4.95	18
min in group asynchronous	rst_n	top_left[12]$_DFFE_PN0P_	1.65	1
min reg2reg	row_buffer[0][7]$_DFFE_PN0P_	row_buffer[0][7]$_DFFE_PN0P_	0.52	2
min	row_buffer[0][7]$_DFFE_PN0P_	row_buffer[0][7]$_DFFE_PN0P_	0.52	2
Power is estimated from default activity; no workload was simulated.
