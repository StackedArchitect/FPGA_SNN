`flow/config.mk`:
```
export PLATFORM = sky130hd
export DESIGN_NAME = lif_neuron
export DESIGN_NICKNAME = lif_neuron
export VERILOG_FILES = /design/flow/design.v
export SDC_FILE = /design/flow/constraint.sdc
export NUM_CORES = 4
export LEC_CHECK = 1
export CORE_AREA = 10 10 75 75
export DIE_AREA = 0 0 85 85
```
`flow/constraint.sdc`:
```
current_design lif_neuron

set clk_period 3.2
set clk_io_pct 0.2

create_clock -name clk0 -period $clk_period [get_ports {clk}]

set non_clock_inputs [all_inputs -no_clocks]
set_input_delay [expr $clk_period * $clk_io_pct] -clock clk0 $non_clock_inputs
set_output_delay [expr $clk_period * $clk_io_pct] -clock clk0 [all_outputs]
```
`flow/design.v`:
```
module lif_neuron #(
    parameter signed WEIGHT = 10,               
    parameter signed THRESHOLD = 15,            
    parameter signed LEAK = 1,                  
    parameter POTENTIAL_WIDTH = 8               
)(
    input  wire clk,                            
    input  wire rst_n,                          
    input  wire input_spike,                    
    output reg  spike_out                       
);
    reg signed [POTENTIAL_WIDTH-1:0] membrane_potential;
    reg signed [POTENTIAL_WIDTH:0] next_potential;   
    always @(posedge clk or negedge rst_n) begin
        if (!rst_n) begin
            membrane_potential <= {POTENTIAL_WIDTH{1'b0}};
            spike_out <= 1'b0;
        end else begin
            next_potential = membrane_potential;
            if (input_spike) begin
                next_potential = next_potential + WEIGHT;
            end
            next_potential = next_potential - LEAK;
            if (membrane_potential >= THRESHOLD) begin
                spike_out <= 1'b1;
                membrane_potential <= {POTENTIAL_WIDTH{1'b0}};
            end else begin
                spike_out <= 1'b0;
                if (next_potential < 0) begin
                    membrane_potential <= {POTENTIAL_WIDTH{1'b0}};
                end else begin
                    membrane_potential <= next_potential[POTENTIAL_WIDTH-1:0];
                end
            end
        end
    end
endmodule
```
`flow/run.sh`:
```
#!/bin/bash
# OpenROAD 26Q1-2900-gdf79404cd8, Yosys 0.63+post, stock flow scripts
make -C /OpenROAD-flow-scripts/flow DESIGN_CONFIG=/design/flow/config.mk WORK_HOME=/design/flow/orfs finish
```
==> impl_metrics.yaml <==
# physical design summary
outcome:
  status: "finished clean"
cts:
  cts_tree: "built"
  cts_buffers: 3
  h-tree-depth: 1
  path_clk_slew_ps: 40
  cts.hold.buffers_added: 0
  postCtsSetupBuffers: 0
  cts_sinks: 9
  cts_resized: 0
  cts-root-buf: "clkbuf_8"
  clkLatencyLatePin_ps: 230
  clockBufferDepth: 2
die:
  die_area_um2: 7230
  die_w_um: 85
  io_pins: 4
  chipHeight_um: 85
  std_cell_rows: 23
  core_area_um2: 4060
  initial_core_util_pct: 15.1
worst_setup_path:
  critPathCaptureType: "flip-flop"
  path_buffers: 1
  cp_max_fo: 13
  worstPathArrival_ps: 2500
  critPathLaunchType: "primary input"
  cp_slowest_cell: "clkdlybuf4s50_1"
  reg2regPathDepth: 5
  worst-setup-path-type: "primary input to flip-flop"
  cp_num_cells: 5
  ff2ff_setup_slack_ps: 1140
  max_stage_delay_ps: 640
  crit_family: "AND-OR/OR-AND gates"
  worst_ep_required_time_ps: 3300
  crit_path_cell_trace: "clkdlybuf4s50_1 > and4bb_1 > o31ai_2 > nor4_1 > a2111oi_0"
yosys:
  edf_count: 0
  ys.flop_type: "dfrtp_1"
  avgSynthCellArea_um2: 10.2
  yosysWarnings: 1
  synth_cells: 60
  synthArstFlopShare_pct: 100
  yosys_cells: 60
  synth_chip_area_um2: 614
  ys_seq_share_pct: 36.7
  syn_area_um2: 614
  synth_flop_count: 9
  synth.distinct_cells: 32
timing:
  layout_setup_ws_ps: 799
  max_slew.worst_pin.slew_ps: 671
  fin_tns_setup_ps: 0
  finalHoldViolCount: 0
  relSlewSlack_pct: 55.2
  clock.fmax_mhz: 416
  finalCriticalPeriod_ps: 2400
  setup_viol: 0
  rsz0062_at_grt: "no"
  finClkSkew_ps: 3.66
  fin_crit_sh_pct: 75.0
  slew_viol_final: 0
cells_and_area:
  layout_top_cells: "9 x dfrtp_1, 4 x nor3_1, 4 x nand2b_1, 4 x a311oi_1"
  regArea_um2: 225
  fillers: 427
  syn2layout_area_growth_pct: 19.3
  drive_gt1_share_pct: 10.8
  comb_area_um2: 363
  lay_top_count: "dfrtp_1"
placement:
  place_ws_ps: 594
  globalplace.congestion: 0.859
  port_buffers: 3
detailed_routing:
  drc: 0
  vias: 507
  routedWlPerCell_um: 10.7
  drt_wl_total_mm: 1.23
  antennaDiodeCount: 0
  drtPass1Iterations: 4
  postRouteAntennaNets: 0
  drt_iter0_drc: 50
  detail_route.vias_per_cell: 4.41
global_route:
  grt-ovfl-total: 0
  antenna_found_initial: 0
  grt_util_all_layers_pct: 3.35
  first_global_vias: 445
  grt_pass1_wl_mm: 2.07
  grt_start_max_net_pins: 14
run:
  tool_warnings: 25
  maxCapViolations: 0
pwr:
  peakVddDrop_v: 0.000128
  power_density_nw_per_um2: 794
  cellLeakagePower_nw: 0.271
worst_hold_path:
  holdPathStages: 1
  hold_path_class: "flip-flop to flip-flop"
logic make-up after synthesis:
kind of cell | count (synthesis) | share of synthesized area [%]
simple gates | 21 | 21.6
compound gates | 17 | 24.0
flops | 9 | 36.7
xor+xnor | 5 | 7.13
buf+inv | 4 | 4.28
fa+ha+maj | 2 | 4.07
other cells | 1 | 0.610
mux | 1 | 1.63
metal layers:
metal,global-route usage (%),vias to the layer above,share of wire [%]
li1,-,249,-
met1,4.51,242,48
met2,4.77,11,42
met3,1.45,5,7.3
met4,0.898,0,3.0
met5,0,-,0
where the power goes:
part	leakage [nW]	internal (W)	switching, W
Sequential	0.117	0.000152	0.0000506
Combinational	0.131	0.000115	0.000138
Clock	0.0228	0.0000863	0.0000396
Total	0.271	0.000354	0.000229
path summary, 6_finish.rpt:
kind | from | to
worst max-delay path | input_spike | membrane_potential[5]$_DFF_PN0_
max in group asynchronous | rst_n | membrane_potential[0]$_DFF_PN0_
worst min register to register | membrane_potential[0]$_DFF_PN0_ | membrane_potential[0]$_DFF_PN0_
worst max register to register | membrane_potential[1]$_DFF_PN0_ | membrane_potential[5]$_DFF_PN0_
worst min-delay path | membrane_potential[0]$_DFF_PN0_ | membrane_potential[0]$_DFF_PN0_
min in group asynchronous | rst_n | membrane_potential[4]$_DFF_PN0_
metrics by stage:
step                area (µm²)  utilization, %  hold WS, ps  instances  total power, W
global placement           688            17.0          484        111        0.000451
floorplan                  614               -          344         60        0.000391
CTS                        733            18.1          467        115        0.000584
detailed placement         688            17.0          463        111        0.000453
finish                     733            18.1          476        115        0.000583
global route               733            18.1          482        115        0.000627
final cells by class:
class | count | share of cell area [%]
multi-input cells | 47 | 49.5
flip-flops and latches | 9 | 30.7
inverters | 2 | 1.02
clock buffers | 4 | 6.14
well taps | 50 | 8.53
repair buffers | 3 | 4.10
cell usage after synthesis, types with 2 or more instances:
library cell | n | share of area [%]
a21oi_1 | 2 | 1.6
and3b_1 | 2 | 2.9
ha_1 | 2 | 4.1
xor2_1 | 3 | 4.3
nor2_1 | 3 | 1.8
dfrtp_1 | 9 | 37
inv_1 | 2 | 1.2
nor3_1 | 4 | 3.3
a311oi_1 | 4 | 5.7
xnor2_1 | 2 | 2.9
nand2b_1 | 4 | 4.1
a2111oi_0 | 2 | 2.9
nor4_1 | 2 | 2.0
sequential cells by signal, indices dropped and copies added, names as in the netlist:
signal,count
membrane_potential,8
spike_out,1
Power figures rest on the tool's default switching activity, not on a simulated workload.
